==> flow/design.v <==
module fir_filter #(
    parameter coeff_width = 16,
    parameter input_width = 16,
    parameter output_width = 16,
    parameter internal_width = 16
) (    
    input                                   aclk,
    input[input_width-1:0]                  s_axis_tdata,
    input                                   s_axis_tlast,
    input                                   s_axis_tvalid,
    output                                  s_axis_tready,
    output[output_width-1:0]                m_axis_tdata,
    output reg                              m_axis_tlast,
    output reg                              m_axis_tvalid,
    input                                   m_axis_tready,
    input                                   rst_i,    
    input signed[coeff_width-1:0]           b0_i,
    input signed[coeff_width-1:0]           b1_i,
    input signed[coeff_width-1:0]           b2_i,
    input signed[coeff_width-1:0]           b3_i,
    input signed[coeff_width-1:0]           b4_i,
    input signed[coeff_width-1:0]           b5_i,
    input signed[coeff_width-1:0]           b6_i,
    input signed[coeff_width-1:0]           b7_i,
    input signed[coeff_width-1:0]           b8_i,
    input signed[coeff_width-1:0]           b9_i,
    input signed[coeff_width-1:0]           b10_i,
    input signed[coeff_width-1:0]           b11_i,
    input signed[coeff_width-1:0]           b12_i,
    input signed[coeff_width-1:0]           b13_i,
    input signed[coeff_width-1:0]           b14_i,
    input signed[coeff_width-1:0]           b15_i,
    input signed[coeff_width-1:0]           b16_i,
    input signed[coeff_width-1:0]           b17_i,
    input signed[coeff_width-1:0]           b18_i,
    input signed[coeff_width-1:0]           b19_i,
    input signed[coeff_width-1:0]           b20_i,
    input signed[coeff_width-1:0]           b21_i,
    input signed[coeff_width-1:0]           b22_i,
    input signed[coeff_width-1:0]           b23_i,
    input signed[coeff_width-1:0]           b24_i,
    input signed[coeff_width-1:0]           b25_i,
    input signed[coeff_width-1:0]           b26_i,
    input signed[coeff_width-1:0]           b27_i,
    input signed[coeff_width-1:0]           b28_i,
    input signed[coeff_width-1:0]           b29_i,
    input signed[coeff_width-1:0]           b30_i
);
    reg signed[internal_width-1:0] pipe0, pipe1, pipe2, pipe3, pipe4, pipe5, pipe6, pipe7, pipe8, pipe9, pipe10, 
                                pipe11, pipe12, pipe13, pipe14, pipe15, pipe16, pipe17, pipe18, pipe19, pipe20,
                                pipe21, pipe22, pipe23, pipe24, pipe25, pipe26, pipe27, pipe28, pipe29, pipe30;
    reg signed[internal_width + internal_width:0] acc0, acc1, acc2, acc3, acc4, acc5, acc6, acc7, acc8, acc9, acc10, 
                                                acc11, acc12, acc13, acc14, acc15, acc16, acc17, acc18, acc19, acc20,
                                                acc21, acc22, acc23, acc24, acc25, acc26, acc27, acc28, acc29, acc30;
    always @(posedge aclk) begin
        if(rst_i) begin
            m_axis_tvalid <= 0;
            m_axis_tlast <= 0;
        end
        else begin
            m_axis_tvalid <= s_axis_tvalid;
            m_axis_tlast <= s_axis_tlast;
        end
    end
    always @(posedge aclk) begin
        if(rst_i) begin 
            pipe0 <= 0;
            pipe1 <= 0;
            pipe2 <= 0;
            pipe3 <= 0;
            pipe4 <= 0;
            pipe5 <= 0;
            pipe6 <= 0;
            pipe7 <= 0;
            pipe8 <= 0;
            pipe9 <= 0;
            pipe10 <= 0;
            pipe11 <= 0;
            pipe12 <= 0;
            pipe13 <= 0;
            pipe14 <= 0;
            pipe15 <= 0;
            pipe16 <= 0;
            pipe17 <= 0;
            pipe18 <= 0;
            pipe19 <= 0;
            pipe20 <= 0;
            pipe21 <= 0;
            pipe22 <= 0;
            pipe23 <= 0;
            pipe24 <= 0;
            pipe25 <= 0;
            pipe26 <= 0;
            pipe27 <= 0;
            pipe28 <= 0;
            pipe29 <= 0;
            pipe30 <= 0;
        end
        else if(s_axis_tvalid) begin
            pipe0 <= s_axis_tdata;
            pipe1 <= pipe0;
            pipe2 <= pipe1;
            pipe3 <= pipe2;
            pipe4 <= pipe3;
            pipe5 <= pipe4;
            pipe6 <= pipe5;
            pipe7 <= pipe6;
            pipe8 <= pipe7;
            pipe9 <= pipe8;
            pipe10 <= pipe9;
            pipe11 <= pipe10;
            pipe12 <= pipe11;
            pipe13 <= pipe12;
            pipe14 <= pipe13;
            pipe15 <= pipe14;
            pipe16 <= pipe15;
            pipe17 <= pipe16;
            pipe18 <= pipe17;
            pipe19 <= pipe18;
            pipe20 <= pipe19;
            pipe21 <= pipe20;
            pipe22 <= pipe21;
            pipe23 <= pipe22;
            pipe24 <= pipe23;
            pipe25 <= pipe24;
            pipe26 <= pipe25;
            pipe27 <= pipe26;
            pipe28 <= pipe27;
            pipe29 <= pipe28;
            pipe30 <= pipe29;
        end
    end
    always @(posedge aclk) begin
        acc0 <= b0_i * pipe0;
        acc1 <= b1_i * pipe1;
        acc2 <= b2_i * pipe2;
        acc3 <= b3_i * pipe3;
        acc4 <= b4_i * pipe4;
        acc5 <= b5_i * pipe5;
        acc6 <= b6_i * pipe6;
        acc7 <= b7_i * pipe7;
        acc8 <= b8_i * pipe8;
        acc9 <= b9_i * pipe9;
        acc10 <= b10_i * pipe10;
        acc11 <= b11_i * pipe11;
        acc12 <= b12_i * pipe12;
        acc13 <= b13_i * pipe13;
        acc14 <= b14_i * pipe14;
        acc15 <= b15_i * pipe15;
        acc16 <= b16_i * pipe16;
        acc17 <= b17_i * pipe17;
        acc18 <= b18_i * pipe18;
        acc19 <= b19_i * pipe19;
        acc20 <= b20_i * pipe20;
        acc21 <= b21_i * pipe21;
        acc22 <= b22_i * pipe22;
        acc23 <= b23_i * pipe23;
        acc24 <= b24_i * pipe24;
        acc25 <= b25_i * pipe25;
        acc26 <= b26_i * pipe26;
        acc27 <= b27_i * pipe27;
        acc28 <= b28_i * pipe28;
        acc29 <= b29_i * pipe29;
        acc30 <= b30_i * pipe30;
    end
    assign m_axis_tdata = acc0 + acc1 + acc2 + acc3 + acc4 + acc5 + acc6 + acc7 + acc8 + acc9 + acc10 
                        + acc11 + acc12 + acc13 + acc14 + acc15 + acc16 + acc17 + acc18 + acc19 + acc20
                        + acc21 + acc22 + acc23 + acc24 + acc25 + acc26 + acc27 + acc28 + acc29 + acc30; 
endmodule
==> flow/run.sh <==
#!/bin/bash
# OpenROAD 26Q1-2900-gdf79404cd8, Yosys 0.63+post, stock flow scripts
make -C /OpenROAD-flow-scripts/flow DESIGN_CONFIG=/design/flow/config.mk WORK_HOME=/design/flow/orfs finish
==> flow/config.mk <==
export PLATFORM = sky130hd
export DESIGN_NAME = fir_filter
export DESIGN_NICKNAME = fir_filter
export VERILOG_FILES = /design/flow/design.v
export SDC_FILE = /design/flow/constraint.sdc
export NUM_CORES = 4
export LEC_CHECK = 1
export CORE_UTILIZATION = 40
==> flow/constraint.sdc <==
current_design fir_filter

set clk_period 11.5
set clk_io_pct 0.2

create_clock -name clk0 -period $clk_period [get_ports {aclk}]

set non_clock_inputs [all_inputs -no_clocks]
set_input_delay [expr $clk_period * $clk_io_pct] -clock clk0 $non_clock_inputs
set_output_delay [expr $clk_period * $clk_io_pct] -clock clk0 [all_outputs]
==> impl_metrics.csv <==
group,metric,value,unit
outcome,outcome,"completed",
synth,edf_count,0,
setup_path,r2r_end,"acc17[14]",
power,p_switching,3540,uW
setup_path,worst_setup_path_end_kind,"output pin",
detailed_routing,route.met3.wl,36.9,mm
final_timing,setup_ws,0.983,ns
final_timing,skew,0.0685,ns
die,die_x,646,um
job,maxCapViolations,0,
power,clkPwrFrac,0.433,
synth,ys_cells,18500,
synth,synth-area-yosys,166000,um2
hold_path,hold_path.class,"register to register",
power,p_leak,0.0937,uW
detailed_routing,drt_iter0_drc,4281,
power,p_int,7380,uW
detailed_routing,avgRoutedWirePerCell,18.6,um
final_timing,slew_viol_final,0,
finish,syn2layout_area_growth,9.38,%
synth,yosys_warnings,2,
detailed_routing,dr.pass1.iters,7,
grt,antenna_found_initial,126,
final_timing,final_hold_viol_count,0,
setup_path,cp-start-kind,"register",
synth,ys_seq_share,0.120,
detailed_routing,wl_met2,212,mm
finish,layout.cells.most_common,"inv_1",
die,die_y,646,um
clocking,tritoncts,"yes",
setup_path,required,9.20,ns
clocking,hold_buffers,0,
clocking,cts_buffer_depth,4,
placed_design,gp_congestion,0.951,
power,p_comb_frac,0.242,
setup_path,worst_path_max_delay_cell,"fa_1",
final_timing,fin_setup_tns,0,ns
placed_design,place_ws,1.71,ns
power,seq_power_share,0.325,
synth,syn_inst,18500,
setup_path,max_stage_delay,0.65,ns
grt,grt_first_pass_wirelength,714,mm
clocking,cts_resized,0,
power,vdd_drop_max,125,uV
synth,ys.flops,994,
clocking,clk_latency,0.89,ns
synth,syn_area,166000,um2
clocking,clockRootBuffer,"clkbuf_16",
final_timing,finalCritPeriodShare,0.915,
clocking,htree_levels,4,
setup_path,worstPathMaxFanout,4,
synth,synth_area_per_cell,8.98,um2
setup_path,crit_chain,"inv_1, fa_1, inv_1, fa_1, inv_1, fa_1, inv_1, fa_1, inv_1, fa_1, fa_1, fa_1, fa_1, inv_1, ha_1, or4_1, nand4_1, and4b_4, a21oi_2, a31oi_1, xnor2_1, buf_4, clkdlybuf4s50_1",
detailed_routing,route.top_layer_used,"met5",
die,floorplan.io_pins,536,
grt,grt_max_degree,70,
clocking,numCtsBuffers,142,
synth,synth_cell_types,48,
setup_path,timing.rr.start,"pipe17[4]",
finish,postLayoutCoreUtil,0.440,
die,core_area,413000,um2
finish,final_cell_mix,"inv_1 (4398), fa_1 (2858), nand2_1 (2344)",
setup_path,crit_type,"register to output pin",
hold_path,min_delay_worst_endpoint,"pipe25[4]",
final_timing,tightest_slew,1.12,ns
detailed_routing,drc,0,
grt,grt_pass1_vias,121000,
detailed_routing,viasPerCell,4.73,
die,initial_core_util,0.402,
detailed_routing,wl_met1,186,mm
final_timing,rsz0062_at_grt,"no",
detailed_routing,wirelength,451,mm
job,warnings,26,
setup_path,crit_top_cell,"fa_1",
detailed_routing,postRouteAntennaNets,0,
final_timing,max_freq,0.0951,GHz
setup_path,r2r_slack,5.52,ns
placed_design,port_buffers,533,
clocking,post_cts_buffers,0,
final_timing,setup_violations,0,
synth,synthArstFlopShare,0,
final_timing,finalCriticalPeriod,10.52,ns
grt,grtUsageTotal,0.236,
synth,ff_type,"dfxtp_1",
die,dieArea,418000,um2
power,p_sw_frac,0.324,
placed_design,hpwl,372,mm
die,core.rowCount,236,
detailed_routing,dr_total_vias,115000,
clocking,clkTransAtPathRegs,0.06,ns
power,power_density,60.1,nW/um2
setup_path,arrival,8.22,ns
hold_path,whs_path_depth,2,
finish,layout-drive-gt1-share,0.0211,
setup_path,reg2regPathDepth,19,
grt,grt.overflow.total,0,
clocking,cts_sinks,994,
final_timing,maxSlewHeadroom,0.251,
hold_path,min_from,"pipe25[4]",
critical path: cells and delay by family, from the launching register on:
kind                     cells  cell delay (ns)
AND/OR/NAND/NOR              3             0.92
buffers and inverters        8             1.07
adder cells (fa/ha/maj)      9             4.44
AND-OR/OR-AND                2             0.45
flip-flops                   1             0.30
XOR/XNOR                     1             0.17
final cells by class:
type / count / area (um2)
Multi-Input combinational cell: 12500 / 127000
Sequential cell: 994 / 19900
Timing Repair Buffer: 650 / 6250
Inverter: 4398 / 16500
Antenna cell: 50 / 125
Tap cell: 5474 / 6850
Clock inverter: 67 / 967
Fill cell: 39700 / 231000
Clock buffer: 179 / 3930
routing by layer:
layer  up-vias  GRT usage
met5         -          0
met4        94     0.0662
met3       677     0.0751
met2      2659      0.374
met1     56800      0.323
li1      54400          -
logic make-up after synthesis:
kind of cell | Yosys count | share of synthesized area
compound gates | 616 | 0.0235
mux | 496 | 0.0299
buf+inv | 5050 | 0.115
flops | 994 | 0.120
fa+ha+maj | 4780 | 0.489
xor+xnor | 1372 | 0.0724
other cells | 1 | 0.0000226
simple gates | 5186 | 0.150
worst max path at each step:
| stage | startpoint | cells after the start | endpoint | slack [ns] |
|---|---|---|---|---|
| 6_report | acc21[7] | 23 | m_axis_tdata[15] | 0.98 |
| 5_1_grt | acc21[7] | 23 | m_axis_tdata[15] | 0.67 |
| 4_1_cts | acc21[7] | 23 | m_axis_tdata[15] | 0.74 |
synth_stat cells (all sizes together) (31+ instances only):
cell type / count / area (um2)
a21o: 94 / 706
nor3: 40 / 200
o21ai: 88 / 444
nor2b: 85 / 532
buf: 97 / 455
mux2i: 496 / 4960
clkbuf: 555 / 2090
nand2: 2344 / 8800
xor2: 259 / 2270
xnor2: 1113 / 9750
inv: 4398 / 16500
dfxtp: 994 / 19900
ha: 1922 / 24000
o21bai: 31 / 233
fa: 2858 / 57200
nand3: 55 / 275
a21oi: 269 / 1350
nor2: 619 / 2320
and2: 1982 / 12400
power by group through the flow:
stage	registers (uW)	clock network (uW)	logic (uW)
CTS	3550	4880	2710
global route	3560	4990	2870
finish	3550	4730	2640
metrics by stage:
step                power [uW]  cell area [um2]  hold slack [ns]  cells
floorplan                 4790           166000            0.475  18500
global placement          6320           177000            0.474  24000
detailed placement        6290           177000            0.488  24000
CTS                      11100           181000            0.504  24200
global route             11400           182000            0.538  24200
finish                   10900           182000            0.501  24300
Power figures rest on the tool's default switching activity, not on a simulated workload.
